==> flow/design.v <==
`timescale 1ns/1ps
`default_nettype none
module dma_controller #(
    parameter integer C_S_AXI_DATA_WIDTH = 32,
    parameter integer C_S_AXI_ADDR_WIDTH = 32,
    parameter integer C_M_AXI_DATA_WIDTH = 32,
    parameter integer C_M_AXI_ADDR_WIDTH = 32
)(
    input  wire                              ACLK,
    input  wire                              ARESETn,
    input  wire [C_S_AXI_ADDR_WIDTH-1:0]     S_AXI_AWADDR,
    input  wire                              S_AXI_AWVALID,
    output wire                              S_AXI_AWREADY,
    input  wire [C_S_AXI_DATA_WIDTH-1:0]     S_AXI_WDATA,
    input  wire [C_S_AXI_DATA_WIDTH/8-1:0]   S_AXI_WSTRB,
    input  wire                              S_AXI_WVALID,
    output wire                              S_AXI_WREADY,
    output wire [1:0]                        S_AXI_BRESP,
    output wire                              S_AXI_BVALID,
    input  wire                              S_AXI_BREADY,
    input  wire [C_S_AXI_ADDR_WIDTH-1:0]     S_AXI_ARADDR,
    input  wire                              S_AXI_ARVALID,
    output wire                              S_AXI_ARREADY,
    output wire [C_S_AXI_DATA_WIDTH-1:0]     S_AXI_RDATA,
    output wire [1:0]                        S_AXI_RRESP,
    output wire                              S_AXI_RVALID,
    input  wire                              S_AXI_RREADY,
    output wire [C_M_AXI_ADDR_WIDTH-1:0]     M_AXI_ARADDR,
    output wire [7:0]                        M_AXI_ARLEN,
    output wire [2:0]                        M_AXI_ARSIZE,
    output wire [1:0]                        M_AXI_ARBURST,
    output wire                              M_AXI_ARVALID,
    input  wire                              M_AXI_ARREADY,
    input  wire [C_M_AXI_DATA_WIDTH-1:0]     M_AXI_RDATA,
    input  wire [1:0]                        M_AXI_RRESP,
    input  wire                              M_AXI_RLAST,
    input  wire                              M_AXI_RVALID,
    output wire                              M_AXI_RREADY,
    output wire [C_M_AXI_DATA_WIDTH-1:0]     m_axis_data,
    output wire                              m_axis_valid,
    input  wire                              m_axis_ready,
    output wire                              interrupt
);
    localparam [C_S_AXI_ADDR_WIDTH-1:0] ADDR_AP_CTRL     = 'h00;
    localparam [C_S_AXI_ADDR_WIDTH-1:0] ADDR_SOURCE_ADDR = 'h10;
    localparam [C_S_AXI_ADDR_WIDTH-1:0] ADDR_LENGTH     = 'h18;
    localparam AP_START = 0, AP_DONE = 1, AP_IDLE = 2, AP_READY = 3;
    reg  axi_awready_reg, axi_wready_reg, axi_bvalid_reg;
    reg  [1:0] axi_bresp_reg;
    reg  axi_arready_reg, axi_rvalid_reg;
    reg  [1:0] axi_rresp_reg;
    reg  [C_S_AXI_DATA_WIDTH-1:0] axi_rdata_reg;
    reg  [C_S_AXI_ADDR_WIDTH-1:0] axi_awaddr, axi_araddr;
    assign S_AXI_AWREADY = axi_awready_reg;
    assign S_AXI_WREADY  = axi_wready_reg;
    assign S_AXI_BRESP   = axi_bresp_reg;
    assign S_AXI_BVALID  = axi_bvalid_reg;
    assign S_AXI_ARREADY = axi_arready_reg;
    assign S_AXI_RDATA   = axi_rdata_reg;
    assign S_AXI_RRESP   = axi_rresp_reg;
    assign S_AXI_RVALID  = axi_rvalid_reg;
    reg  ap_start_reg;
    wire ap_done, ap_idle, ap_ready;
    reg  [C_M_AXI_ADDR_WIDTH-1:0] source_addr_reg;
    reg  [31:0] length_reg;
    always @(posedge ACLK) begin
        if (!ARESETn) begin
            axi_awready_reg <= 1'b0; axi_wready_reg <= 1'b0;
            axi_bvalid_reg  <= 1'b0; axi_bresp_reg  <= 2'b0;
            axi_awaddr      <= '0;
        end else begin
            axi_awready_reg <= (~axi_awready_reg && S_AXI_AWVALID && S_AXI_WVALID);
            axi_wready_reg  <= (~axi_wready_reg  && S_AXI_AWVALID && S_AXI_WVALID);
            if (S_AXI_AWVALID && S_AXI_WVALID) axi_awaddr <= S_AXI_AWADDR;
            if (axi_bvalid_reg && S_AXI_BREADY) axi_bvalid_reg <= 1'b0;
            if (axi_awready_reg && S_AXI_AWVALID && axi_wready_reg && S_AXI_WVALID) begin
                axi_bvalid_reg <= 1'b1;
                axi_bresp_reg  <= 2'b00;
            end
        end
    end
    always @(posedge ACLK) begin
        if (!ARESETn) begin
            ap_start_reg    <= 1'b0;
            source_addr_reg <= '0;
            length_reg      <= '0;
        end else if (axi_awready_reg && S_AXI_AWVALID && axi_wready_reg && S_AXI_WVALID) begin
            case (axi_awaddr)
                ADDR_AP_CTRL:     ap_start_reg    <= S_AXI_WDATA[AP_START];
                ADDR_SOURCE_ADDR: source_addr_reg <= S_AXI_WDATA[C_M_AXI_ADDR_WIDTH-1:0];
                ADDR_LENGTH:      length_reg      <= S_AXI_WDATA;
            endcase
        end
    end
    always @(posedge ACLK) begin
        if (!ARESETn) begin
            axi_arready_reg <= 1'b0; axi_rvalid_reg <= 1'b0;
            axi_rresp_reg   <= 2'b0; axi_araddr     <= '0; axi_rdata_reg <= '0;
        end else begin
            axi_arready_reg <= (~axi_arready_reg && S_AXI_ARVALID);
            if (axi_arready_reg && S_AXI_ARVALID) axi_araddr <= S_AXI_ARADDR;
            if (axi_arready_reg && S_AXI_ARVALID && ~axi_rvalid_reg) begin
                axi_rvalid_reg <= 1'b1; axi_rresp_reg <= 2'b00;
                case (S_AXI_ARADDR)
                    ADDR_AP_CTRL:     axi_rdata_reg <= {28'b0, ap_ready, ap_idle, ap_done, ap_start_reg};
                    ADDR_SOURCE_ADDR: axi_rdata_reg <= source_addr_reg;
                    ADDR_LENGTH:      axi_rdata_reg <= length_reg;
                    default:          axi_rdata_reg <= '0;
                endcase
            end else if (axi_rvalid_reg && S_AXI_RREADY) begin
                axi_rvalid_reg <= 1'b0;
            end
        end
    end
    localparam [1:0] S_IDLE=2'b00, S_SEND_ADDR=2'b01, S_READ=2'b10, S_DONE=2'b11;
    reg [1:0] state;
    reg [C_M_AXI_ADDR_WIDTH-1:0] current_addr;
    reg [31:0] remaining_bytes;
    reg arvalid_reg;
    reg [7:0] arlen_reg;                  
    reg [7:0] beats_left_in_burst;        
    localparam integer BYTES_PER_BEAT = (C_M_AXI_DATA_WIDTH/8);
    localparam [2:0]  AXI_SIZE  = $clog2(BYTES_PER_BEAT);
    assign M_AXI_ARADDR  = current_addr;
    assign M_AXI_ARSIZE  = AXI_SIZE;
    assign M_AXI_ARBURST = 2'b01;         
    assign M_AXI_ARVALID = arvalid_reg;
    assign M_AXI_ARLEN   = arlen_reg;
    assign m_axis_data   = M_AXI_RDATA;
    assign m_axis_valid  = M_AXI_RVALID;
    assign M_AXI_RREADY  = m_axis_ready;
    reg interrupt_reg;
    assign interrupt = interrupt_reg;
    wire ap_idle_w = (state==S_IDLE);
    wire ap_done_w = (state==S_DONE);
    assign ap_idle  = ap_idle_w;
    assign ap_done  = ap_done_w;
    assign ap_ready = ap_idle_w | ap_done_w;
    always @(posedge ACLK) begin
        if (!ARESETn) begin
            state <= S_IDLE;
            arvalid_reg <= 1'b0;
            arlen_reg   <= 8'd0;
            beats_left_in_burst <= 8'd0;
            current_addr <= '0;
            remaining_bytes <= '0;
            interrupt_reg <= 1'b0;
        end else begin
            case (state)
            S_IDLE: begin
                interrupt_reg <= 1'b0;
                if (ap_start_reg) begin
                    current_addr    <= source_addr_reg;
                    remaining_bytes <= length_reg;
                    state           <= S_SEND_ADDR;
                end
            end
            S_SEND_ADDR: begin
                if (remaining_bytes == 0) begin
                    state <= S_DONE;
                end else if (!arvalid_reg) begin
                    integer beats;
                    beats = remaining_bytes / BYTES_PER_BEAT;
                    if (beats == 0) beats = 1;
                    if (beats > 256) beats = 256;
                    arlen_reg           <= beats[7:0]-1;
                    beats_left_in_burst <= beats[7:0];
                    arvalid_reg         <= 1'b1;
                end else if (arvalid_reg && M_AXI_ARREADY) begin
                    arvalid_reg   <= 1'b0;
                    state         <= S_READ;
                end
            end
            S_READ: begin
                if (M_AXI_RVALID && m_axis_ready) begin
                    current_addr     <= current_addr + BYTES_PER_BEAT;
                    remaining_bytes  <= (remaining_bytes > BYTES_PER_BEAT) ? (remaining_bytes - BYTES_PER_BEAT) : 0;
                    if (beats_left_in_burst != 0) beats_left_in_burst <= beats_left_in_burst - 1'b1;
                    if (M_AXI_RLAST) begin
                        if (remaining_bytes <= BYTES_PER_BEAT) begin
                            if (remaining_bytes - BYTES_PER_BEAT == 0)
                                state <= S_DONE;
                            else
                                state <= S_SEND_ADDR;
                        end else begin
                            state <= S_SEND_ADDR;
                        end
                    end
                end
            end
            S_DONE: begin
                interrupt_reg <= 1'b1;
                if (ap_start_reg) ap_start_reg <= 1'b0;
                state <= S_IDLE;
            end
            endcase
        end
    end
endmodule
`default_nettype wire
==> flow/run.sh <==
#!/bin/bash
# OpenROAD 26Q1-2900-gdf79404cd8, Yosys 0.63+post, stock flow scripts
make -C /OpenROAD-flow-scripts/flow DESIGN_CONFIG=/design/flow/config.mk WORK_HOME=/design/flow/orfs finish
==> flow/config.mk <==
export PLATFORM = sky130hd
export DESIGN_NAME = dma_controller
export DESIGN_NICKNAME = dma_controller
export VERILOG_FILES = /design/flow/design.v
export SDC_FILE = /design/flow/constraint.sdc
export NUM_CORES = 4
export LEC_CHECK = 1
export CORE_UTILIZATION = 50
==> flow/constraint.sdc <==
current_design dma_controller

set clk_period 5.0
set clk_io_pct 0.2

create_clock -name clk0 -period $clk_period [get_ports {ACLK}]

set non_clock_inputs [all_inputs -no_clocks]
set_input_delay [expr $clk_period * $clk_io_pct] -clock clk0 $non_clock_inputs
set_output_delay [expr $clk_period * $clk_io_pct] -clock clk0 [all_outputs]
==> out/qor.txt <==
Run status: completed
Hold WS: 0.427 ns
Htree depth: 1
Area fraction in and, or, nand and nor cells after synthesis: 0.252
DPL Wire Length: 14200 µm
Required time worst endpoint: 5.35 ns
Setup fix buffers added after clock tree synthesis: 0
GRT Resource Usage Total: 0.246
Total CTS buffers: 22
Core utilization at floorplan: 0.513
Floorplan Core Area: 17400 µm²
Total die size: 18300 µm²
Kind of launch point of the worst setup path: flop
Log Warnings: 36
Root Buffer Master: sky130_fd_sc_hd__clkbuf_16
Yosys aoi share: 0.135
Max Clock Skew: 0.00601 ns
Starting DRC count in detailed routing: 432
Final hold viol count: 0
Most frequent logic cell in the layout: sky130_fd_sc_hd__nand2_1
Unrepaired setup endpoints after global routing: false
Post-cts sizing count: 0
Die Y-Extent: 135 µm
Tightest Hold Check Type: flop to flop
Inserted Diodes: 0
Worst max-slew margin expressed relative to the limit: 0.432
Remaining global-route overflow: 0
Std-Cell Rows: 48
Final Critical Period: 3.35 ns
Cts-stage hold buffer count: 0
Largest net degree at the start of global routing: 111
Number of buffer cells added on primary ports: 185
Total design power: 0.00346 W
First-pass GRT wire length: 35200 µm
Crit share post-route: 0.670
Number of global-route vias before repair: 7150
Leak Pwr: 4.05 nW
Routability Congestion: 0.856
Count of max-cap constraint violations: 0
Type of the setup path with the least slack: flop to flop
Number of design rule violations left after detail routing: 0
Post-route ant nets: 0
Maximum buffer depth of the clock tree: 3
Post-layout util: 0.653
Crit path max fanout: 9
Most used DFF post-synth: sky130_fd_sc_hd__dfxtp_1
Adder and majority gate portion of the synthesized area: 0.00703
Routed wire length: 21600 µm
Wirelength per Cell: 14.8 µm
Layout cell share with drive strength beyond 1: 0.0540
Dominant kind of combinational cell: simple AND/OR/NAND/NOR gates
Gate Count Post-Synth: 1102
Number of top-level pins: 267
Largest voltage drop on the vdd net: 283 µV
Max-slew violation count: 0
Mean Syn Cell Area: 8.07 µm²
Endpoint arrival time on the critical path: 3.70 ns
Portion of netlist area occupied by mux cells: 0.0383
Share of synthesized area occupied by flip-flops and latches: 0.466
Die extent in x: 135 µm
Routed vias: 7737
Share of flip-flops with an asynchronous set or reset: 0
YS chip area: 8900 µm²
Most numerous logic cells after layout: sky130_fd_sc_hd__nand2_1 (266), sky130_fd_sc_hd__dfxtp_1 (207), sky130_fd_sc_hd__clkdlybuf4s50_1 (184)
Clock-pin transition on the worst setup and hold timing paths: 0.06 ns
Clock latency at the later pin of the worst-skew pair: 0.50 ns
Post-route cell area: 11300 µm²
Number of flops mapped to enable cells by yosys: 0
Number of fill cells in the layout: 1469
Setup Total Neg Slack: 0 ns
Total of endpoints with negative setup slack in the final report: 0
TritonCTS clock tree: yes
Placed standard-cell area: 10600 µm²
Number of clock sinks: 207
Post-synthesis cell area: 8900 µm²
Element type at the critical path end: flop
Count of instantiated cells in the yosys netlist: 1102
XORs/XNORs by Area: 0.0295
Power density over the cells: 305 nW/µm²
Signed area change from the synthesized netlist to the final layout: 27.4%
Router iterations before antenna repair: 4
Warnings from Yosys: 3
Flops after synth: 207
Distinct cells, synth: 51
Tightest Pin Transition: 0.848 ns
Max Freq: 0.299 GHz
Initial antenna violation count: 0
Via count normalized by instance count: 5.28
[report_power, final]
group	internal, W	switching, W
Clock	0.000961	0.000651
Sequential	0.00166	0.00000702
Combinational	0.000100	0.0000786
[worst paths after layout]
path | startpoint | to | slack, ns | depth (start not counted)
setup reg to reg | remaining_bytes[12]$_SDFFE_PN0P_ | arlen_reg[6]$_SDFFE_PN0P_ | 1.65 | 9
setup / recovery | remaining_bytes[12]$_SDFFE_PN0P_ | arlen_reg[6]$_SDFFE_PN0P_ | 1.65 | 9
hold / removal | axi_wready_reg$_SDFF_PN0_ | axi_wready_reg$_SDFF_PN0_ | 0.43 | 1
hold reg to reg | axi_wready_reg$_SDFF_PN0_ | axi_wready_reg$_SDFF_PN0_ | 0.43 | 1
[Yosys cell counts, types with 9 or more instances]
master                     number  area share
sky130_fd_sc_hd__a21oi_1      127       0.071
sky130_fd_sc_hd__a31oi_1       11      0.0077
sky130_fd_sc_hd__buf_4         46       0.039
sky130_fd_sc_hd__clkbuf_1      56       0.024
sky130_fd_sc_hd__dfxtp_1      207        0.47
sky130_fd_sc_hd__inv_1          9      0.0038
sky130_fd_sc_hd__mux2i_1       34       0.038
sky130_fd_sc_hd__nand2_1      266        0.11
sky130_fd_sc_hd__nand3_1       32       0.018
sky130_fd_sc_hd__nand4_1       16       0.011
sky130_fd_sc_hd__nor2_1        63       0.027
sky130_fd_sc_hd__nor3_1        23       0.013
sky130_fd_sc_hd__nor4_1        24       0.017
sky130_fd_sc_hd__o21ai_0       52       0.029
sky130_fd_sc_hd__or3_1         12      0.0084
sky130_fd_sc_hd__xnor2_1       15       0.015
sky130_fd_sc_hd__xor2_1        15       0.015
[final cells by class]
class                   instances  area [µm²]  share of cell area
clock buffers                  28         644              0.0569
clock inverters                11        87.6             0.00773
multi-input cells             785        4160               0.368
repair buffers                200        1970               0.174
flip-flops and latches        207        4140               0.366
inverters                       9        36.3             0.00320
well taps                     225         282              0.0248
[cells by family after synthesis]
kind of cell / count (synthesis)
compound gates: 220
xor+xnor: 30
fa+ha+maj: 5
buf+inv: 119
flops: 207
mux: 34
other cells: 2
simple gates: 485
[layer usage]
metal | track usage | routed length, µm | share of wire
met2 | 0.385 | 10000 | 0.46
met4 | 0.0443 | 376 | 0.017
met3 | 0.0309 | 1020 | 0.047
met1 | 0.380 | 10200 | 0.47
met5 | 0 | 0 | 0
[through the flow]
| step | setup slack [ns] | cells |
|---|---|---|
| 2_1_floorplan | 2.10 | 1111 |
| 3_3_place_gp | 1.38 | 1426 |
| 3_5_place_dp | 1.34 | 1426 |
| 4_1_cts | 1.72 | 1465 |
| 5_1_grt | 1.31 | 1465 |
| 6_report | 1.65 | 1465 |
[worst max-delay path: stages, from the launching register on]
cell and delay, ns:
sky130_fd_sc_hd__dfxtp_1 0.37, sky130_fd_sc_hd__nor4_1 0.72, sky130_fd_sc_hd__nand4_1 0.60, sky130_fd_sc_hd__or3_1 0.54
sky130_fd_sc_hd__nand3_1 0.11, sky130_fd_sc_hd__ha_1 0.26, sky130_fd_sc_hd__nand3_1 0.11, sky130_fd_sc_hd__xnor2_1 0.14
sky130_fd_sc_hd__nor4b_1 0.25, sky130_fd_sc_hd__nor4_1 0.08
No activity file was given, so power comes from the tool's default toggle rates.
